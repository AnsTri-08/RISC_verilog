**/design/flow/run.sh**
```bash
#!/bin/bash
# OpenROAD 26Q1-2900-gdf79404cd8, Yosys 0.63+post, stock flow scripts
make -C /OpenROAD-flow-scripts/flow DESIGN_CONFIG=/design/flow/config.mk WORK_HOME=/design/flow/orfs finish
```
**/design/flow/config.mk**
```make
export PLATFORM = sky130hd
export DESIGN_NAME = processor
export DESIGN_NICKNAME = processor
export VERILOG_FILES = /design/flow/design.v
export SDC_FILE = /design/flow/constraint.sdc
export NUM_CORES = 4
export LEC_CHECK = 1
export CORE_UTILIZATION = 50
```
**/design/flow/constraint.sdc**
```tcl
current_design processor

set clk_period 20.7
set clk_io_pct 0.2

create_clock -name clk0 -period $clk_period [get_ports {clk}]

set non_clock_inputs [all_inputs -no_clocks]
set_input_delay [expr $clk_period * $clk_io_pct] -clock clk0 $non_clock_inputs
set_output_delay [expr $clk_period * $clk_io_pct] -clock clk0 [all_outputs]
```
**/design/flow/design.v**
```verilog
module register_file (
    input wire clk,
    input wire [2:0] read_reg1,
    input wire [2:0] read_reg2,
    input wire [2:0] write_reg,
    input wire [15:0] write_data,
    input wire reg_write,
    output wire [15:0] read_data1,
    output wire [15:0] read_data2
);
    reg [15:0] registers [7:0];
    assign read_data1 = registers[read_reg1];
    assign read_data2 = registers[read_reg2];
    always @(posedge clk)
      begin
        if (reg_write) 
          begin
            registers[write_reg] <= write_data;
          end
     end
endmodule
module alu (
    input wire [15:0] a,
    input wire [15:0] b,
    input wire [3:0] alu_control,
    output reg [15:0] result
);
    always @(*) 
      begin
        case (alu_control)
            4'b0001: result = a + b;     
            4'b0010: result = a - b;     
            4'b0011: result = a & b;     
            4'b0100: result = a | b;     
            4'b0101: result = a ^ b;     
            4'b0110: result = ~a;        
            default: result = 16'b0;
        endcase
    end
endmodule
module control_unit (
    input wire [3:0] opcode,
    output reg reg_write,
    output reg [3:0] alu_control,
    output reg mem_read,
    output reg mem_write
);
    always @(*) 
      begin
        reg_write = 0;
        alu_control = 4'b0000;
        mem_read = 0;
        mem_write = 0;
        case (opcode)
            4'b0001: begin  
                reg_write = 1;
                alu_control = 4'b0001;  
            end
            4'b0010: begin  
                reg_write = 1;
                alu_control = 4'b0010;  
            end
            4'b0011: begin  
                reg_write = 1;
                alu_control = 4'b0011;  
            end
            4'b0100: begin  
                reg_write = 1;
                alu_control = 4'b0100;  
            end
            4'b0101: begin  
                reg_write = 1;
                alu_control = 4'b0101;  
            end
            4'b0110: begin  
                reg_write = 1;
                alu_control = 4'b0110;  
            end
            4'b0111: begin  
                reg_write = 1;
                alu_control = 4'b0000;  
                mem_read = 1;  
            end
            4'b1000: begin  
                reg_write = 0;
                alu_control = 4'b0000;  
                mem_write = 1;  
            end
            default: begin
                reg_write = 0;
                alu_control = 4'b0000;  
            end
        endcase
       end
endmodule
module processor (
    input wire clk,
    input wire [15:0] instruction,
    output wire [15:0] result,
    output wire mem_read,
    output wire mem_write
);
    wire [2:0] read_reg1, read_reg2, write_reg;
    wire [15:0] read_data1, read_data2, write_data;
    wire reg_write;
    wire [3:0] alu_control;
    assign read_reg1 = instruction[11:9];
    assign read_reg2 = instruction[8:6];
    assign write_reg = instruction[5:3];
    register_file rf (
        .clk(clk),
        .read_reg1(read_reg1),
        .read_reg2(read_reg2),
        .write_reg(write_reg),
        .write_data(write_data),
        .reg_write(reg_write),
        .read_data1(read_data1),
        .read_data2(read_data2)
    );
    alu my_alu (
        .a(read_data1),
        .b(read_data2),
        .alu_control(alu_control),
        .result(result)
    );
    control_unit cu (
        .opcode(instruction[15:12]),
        .reg_write(reg_write),
        .alu_control(alu_control),
        .mem_read(mem_read),
        .mem_write(mem_write)
    );
      assign write_data = result;
endmodule
```
==> results.yml <==
# synthesis and place-and-route metrics
clock_network:
  cts.clk_slew.worst_paths_ps: 50
  clk_latency_ps: 420
  cts.htree.levels: 4
  cts_tree: "built"
  cts_sinks: 128
  clockBufferDepth: 2
  cts_buffers: 17
  cts_resized: 0
  cts_root_buf: "clkbuf_16"
  hold_buffers: 0
  post_cts.repair.setup_buffers: 0
setup_path:
  criticalPathCategory: "in2out"
  end_kind: "output port"
  required_ps: 16560
  arrival_ps: 9630
  path_max_fanout: 13
  start_kind: "primary input"
  cpPeakStageDelay_ps: 700
  path_cells: "clkdlybuf4s50_1 > inv_1 > buf_4 > mux2_2 > inv_1 > ha_1 > o21ai_0 > ha_1 > nor2b_1 > o31ai_1 > a21oi_1 > o41ai_1 > o211ai_1 > a21oi_1 > xnor2_1 > o221ai_1 > clkdlybuf4s50_1"
  cpMaxStageDelayCell: "clkdlybuf4s50_1"
floorplan:
  coreArea_um2: 15300
  die_area_um2: 16200
  num_io_pins: 35
  fp_util_pct: 51.4
  dieWidth_um: 127
  die_h_um: 127
  num_rows: 45
global_route:
  antenna_found_initial: 0
  busiest_layer: "met1"
  use_met1_pct: 37.6
  grt_pass1_vias: 5132
  grt_usage_pct: 25.4
  gr-usage-met2_pct: 37.5
  met3_usage_pct: 12.6
  grt_max_degree: 39
  overflow: 0
  grt_pass1_wl_mm: 28.4
synthesis:
  yosysWarnings: 3
  synthCells: 551
  ys_seq_share_pct: 49.0
  ys_cells: 551
  synthDistinctLibCells: 50
  edf_count: 128
  ys_async_sr_fraction_pct: 0
  ys_area_um2: 7840
  flop_cell: "edfxtp_1"
  synthesis.area_um2: 7840
  syn_avg_cell_area_um2: 14.2
  ys.flops: 128
power_and_ir_drop:
  p_per_area_nw_per_um2: 84.6
  ir_worst_vdd_uv: 57.4
  p_leak_nw: 3.31
  power_uw: 768
run:
  log.warning_count: 45
  drv_cap: 0
finish:
  largest_register: "rf.registers"
  largest_register_ffs: 128
  area_growth_pct: 15.7
  layout-drive-gt1-share_pct: 24.5
  top_regs: "rf.registers: 128 flops"
sta:
  period_needed_ps: 13770
  setup_tns_ps: 0
  setup_viol: 0
  slew_violations: 0
  finalClockPeriodUsage_pct: 66.5
  worstMarginPinSlew_ps: 828
  grt_setup_unrepaired: "no"
  max_freq_ghz: 0.0726
  clock_skew_ps: 14.7
  relSlewSlack_pct: 44.8
  hold_viol: 0
route:
  routed_wl_mm: 17.8
  drc: 0
  wl_per_cell_um: 21.9
  vias: 4927
  drtIter0Drc: 271
  antenna-diode-count: 0
  first_pass_iters: 5
  vias_per_cell: 6.07
  antenna_left: 0
placed_design:
  io_buffer_count: 31
  place.gp.congestion: 0.886
  hpwlAfterDp_mm: 11.4
run_status:
  status: "complete, no violations"
hold_path:
  hold_class: "reg2reg"
## layer usage
layer / wire (µm) / vias up
li1: - / 2264
met1: 7390 / 2417
met2: 8250 / 225
met3: 1860 / 21
met4: 274 / 0
met5: 0 / -
## final timing paths
kind                              endpoint                         start  cells past startpoint  slack, ps
max                             result[13]                instruction[6]                     17       6930
min           rf.registers[0][1]$_DFFE_PP_  rf.registers[3][1]$_DFFE_PP_                      4       1270
max reg2reg  rf.registers[4][13]$_DFFE_PP_  rf.registers[0][0]$_DFFE_PP_                     14      15910
min reg2reg   rf.registers[0][1]$_DFFE_PP_  rf.registers[3][1]$_DFFE_PP_                      4       1270
## cell type report
type / count / area (µm²)
multi-input cells: 356 / 3760
well taps: 211 / 264
fillers: 1134 / 6190
flip-flops and latches: 128 / 3840
repair buffers: 48 / 423
inverters: 37 / 139
clock buffers: 18 / 429
clock inverters: 14 / 215
## report_power, final
part / total (mW) / switching (mW) / internal, mW / leakage [nW]
clock: 0.322 / 0.109 / 0.213 / 0.310
sequential: 0.303 / 0.00253 / 0.300 / 1.19
combinational: 0.143 / 0.0787 / 0.0640 / 1.81
## cell usage in the layout, fill, tap and decap left out, types with 4 or more instances in the layout
cell / netlist / final
xor2_1: 9 / 9
clkdlybuf4s50_1: 0 / 28
a21oi_1: 15 / 15
nor2b_1: 6 / 6
o221ai_1: 14 / 14
inv_1: 32 / 32
mux4_2: 57 / 57
nor3_1: 8 / 7
nand2_1: 19 / 19
o211ai_1: 4 / 4
inv_2: 5 / 5
mux2_2: 21 / 21
o21ai_0: 11 / 11
a31oi_1: 5 / 5
o21a_1: 5 / 5
nor2_1: 33 / 32
buf_4: 1 / 17
bufinv_16: 0 / 5
xnor2_1: 19 / 19
edfxtp_1: 128 / 128
and3_1: 6 / 6
ha_1: 48 / 48
a221oi_1: 15 / 15
clkinv_4: 0 / 4
clkbuf_16: 0 / 17
mux2i_1: 17 / 17
## worst max-delay path: cells and delay by family
family          cells  cell delay, ps
xor+xnor            1              90
compound gates      7            2480
simple gates        1             140
buf+inv             5            1840
mux                 1             420
fa+ha+maj           2             500
## cell families after synthesis
family | share of synthesized area [%]
AND-OR/OR-AND | 8.04
XOR/XNOR | 3.13
adder cells (fa/ha/maj) | 7.91
buffers and inverters | 3.45
flip-flops | 49.0
multiplexers | 22.4
AND/OR/NAND/NOR | 6.06
## cells in the mapped netlist (all sizes together) (4+ instances only)
library cell    n  share of area (%)
mux4           57                 16
mux2           21                3.0
o211ai          4               0.38
nor2b           6               0.48
mux2i          20                3.0
nor3            8               0.51
nor2           33                1.6
o221ai         14                1.6
and3            6               0.48
o21ai          13               0.83
xor2            9                1.0
a31oi           5               0.40
o21a            5               0.48
nand2          19               0.91
a221oi         15                1.7
ha             48                7.7
a21oi          15               0.96
clkbuf         17               0.81
edfxtp        128                 49
buf            13               0.86
inv            37                1.8
xnor2          19                2.1
## through the flow
step / cells / worst slack, ps / utilization (%) / hold slack [ps] / instance area, µm²
6_report: 812 / 6930 / 59.5 / 1270 / 9070
2_1_floorplan: 551 / 8720 / - / 1070 / 7840
4_1_cts: 812 / 6870 / 59.5 / 1270 / 9070
3_3_place_gp: 780 / 6920 / 55.2 / 1230 / 8430
3_5_place_dp: 780 / 6890 / 55.2 / 1260 / 8430
5_1_grt: 812 / 6440 / 59.5 / 1320 / 9070
Power figures rest on the tool's default switching activity, not on a simulated workload.
